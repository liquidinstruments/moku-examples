$ cat ./config.mk
export PLATFORM = sky130hd
export DESIGN_NAME = ArithmeticUnit
export DESIGN_NICKNAME = ArithmeticUnit
export VERILOG_FILES = /design/flow/design.v
export SDC_FILE = /design/flow/constraint.sdc
export NUM_CORES = 4
export LEC_CHECK = 1
export CORE_UTILIZATION = 50
$ cat ./constraint.sdc
current_design ArithmeticUnit

set clk_period 11.8
set clk_io_pct 0.2

create_clock -name clk0 -period $clk_period [get_ports {Clk}]

set non_clock_inputs [all_inputs -no_clocks]
set_input_delay [expr $clk_period * $clk_io_pct] -clock clk0 $non_clock_inputs
set_output_delay [expr $clk_period * $clk_io_pct] -clock clk0 [all_outputs]
$ cat ./design.v
module ArithmeticUnit (
  input wire signed [15:0] A,         
  input wire signed [15:0] B,         
  input wire [1:0] OpCode,            
  output wire signed [15:0] Result,   
  input wire Clk                      
);
  wire signed [15:0] Add, Sub;        
  wire signed [31:0] Mult;            
  reg signed [15:0] temp;             
  assign Add = A + B;                 
  assign Sub = A - B;                 
  assign Mult = A * B;                
  always @(posedge Clk) begin
    case (OpCode)
      2'b00: temp = Add;             
      2'b01: temp = Sub;             
      2'b10: temp = Mult[31:16];     
      default: temp = A;             
    endcase
  end
  assign Result = temp;
endmodule
$ cat ./run.sh
#!/bin/bash
# OpenROAD 26Q1-2900-gdf79404cd8, Yosys 0.63+post, stock flow scripts
make -C /OpenROAD-flow-scripts/flow DESIGN_CONFIG=/design/flow/config.mk WORK_HOME=/design/flow/orfs finish
==> flow_metrics.tcl <==
# collected from the flow reports
set metrics [dict create \
    final.min_clock_period_ns 8.75 \
    ys.flop_type "dfxtp_1" \
    max_slew_margin_pct 49.0 \
    grt.total_usage_pct 27.8 \
    fp-row-count 54 \
    core_area_um2 21900 \
    port_buffers 50 \
    rsz0062_at_grt "false" \
    fin_setup_tns_ns 0 \
    numCtsBuffers 3 \
    cts.sinks 16 \
    worstPathArrival_ns 8.88 \
    cp-end-kind "flip-flop" \
    tritoncts "done" \
    cts.clk_slew.worst_paths_ns 0.05 \
    cts_max_level 1 \
    num_vias 8146 \
    avgViaCountPerCell 5.22 \
    final_antenna_net_count 0 \
    hold_ws_ns 2.94 \
    cts_root_buf "clkbuf_16" \
    place_area_um2 12000 \
    status "complete, no violations" \
    path_class "primary input to flip-flop" \
    ys_warn_count 1 \
    worstPathMaxFanout 18 \
    required_ns 11.93 \
    drc_errors 0 \
    ys_chip_area_um2 11200 \
    grt_pass1_vias 8504 \
    drv_cap 0 \
    regArea_um2 320 \
    final_layout_size_suffix_gt1_share_pct 3.67 \
    die_y_um 152 \
    worst_slack_ns 3.05 \
    syn_area_um2 11200 \
    finalSetupViolCount 0 \
    edf_count 0 \
    fp_util_pct 51.1 \
    routed_wl_mm 26.8 \
    dp_slack_ns 2.85 \
    fp.dieW_um 152 \
    tightestPinTransition_ns 0.763 \
    wl_per_cell_um 17.2 \
    routabilityCongestion 0.893 \
    max_freq_mhz 114 \
    drtIter0Drc 288 \
    clk_path_buf_depth 2 \
    postSynthSeqShare_pct 2.86 \
    first_pass_iters 5 \
    synthArstFlopShare_pct 0 \
    ios 51 \
    die_area_um2 23000 \
    dp_hpwl_mm 21.1 \
    synth_cells 1252 \
    holdCritPathClass "primary input to flip-flop" \
    area.growth.synth_to_final_pct 8.27 \
    gr-total-overflow 0 \
    warning_count 25 \
    finalClockPeriodUsage_pct 74.2 \
    ys_cells 1252 \
    cp-start-kind "primary input" \
    ys_ff 16 \
    postCtsSetupRepairBufs 0 \
    final-comb-area_um2 9530 \
    grt_start_max_net_pins 44 \
    grt_pass1_wl_mm 44.4 \
    fin_area_um2 12100 \
    cts-resized-gates 0 \
    fillCellCount 2041 \
    ctsHoldBuffers 0 \
    grt_antenna_before_repair 0 \
    syn_avg_cell_area_um2 8.94 \
    largest_reg_flops 16 \
    slew_viol_final 0 \
    ys_types 60 \
    finalHoldViolCount 0 \
]
area by class of cell:
class                           count  area share (%)
Multi-Input combinational cell    888            78.6
Timing Repair Buffer               83            6.17
Sequential cell                    16            2.64
Clock buffer                        3           0.619
Antenna cell                        1          0.0206
Inverter                          291            9.01
Tap cell                          280            2.89
cell usage in the layout, fill, tap and decap left out, types with 11 or more instances in the layout:
cell,instances
fa_1,262
o21ai_0,19
buf_4,33
dfxtp_1,16
nor3_1,11
nand2_1,135
nand3_1,13
xnor2_1,31
clkdlybuf4s50_1,50
nor2_1,39
a21oi_1,31
ha_1,95
and2_1,122
o21a_1,11
inv_1,291
xor2_1,14
worst paths after layout:
path | end | depth (start not counted) | startpoint | slack (ns)
setup / recovery | temp[12] | 21 | A[15] | 3.05
hold / removal | temp[15] | 4 | A[15] | 2.94
synth_stat cells (all sizes together) (2+ instances only):
master,count,area (um2)
a31oi,10,77.6
xnor2,31,272
mux2i,9,90.1
o31ai,3,22.5
nor2,39,146
and2,122,763
nand3b,2,15.0
o21ai,22,110
nand4,6,37.5
nand2,135,507
nor3,11,55.1
ha,95,1190
inv,291,1090
o211ai,5,37.5
or3,6,37.5
nor2b,7,43.8
a31o,2,17.5
a21o,9,68.8
buf,7,42.5
nand2b,8,50.1
nand3,13,65.1
clkbuf,50,208
a21oi,31,155
a211oi,2,15.0
xor2,14,123
dfxtp,16,320
fa,262,5250
or2,2,12.5
nor4,3,33.8
o21a,11,82.6
nor4bb,2,20.0
a2111oi,2,17.5
o31a,3,26.3
nor3b,3,22.5
layer usage:
metal	up-vias	track usage (%)	routed length [um]
met3	22	4.18	1240
met4	0	4.50	548
met2	163	47.4	13900
met1	4140	40.5	11200
li1	3821	-	-
met5	-	0	0
worst max-delay path: stages:
cell,delay [ns]
clkdlybuf4s50_1,0.39
buf_4,0.21
nand2_1,0.13
inv_1,0.09
fa_1,0.75
fa_1,0.50
fa_1,0.52
fa_1,0.53
fa_1,0.49
inv_1,0.05
fa_1,0.48
inv_1,0.04
ha_1,0.33
a21o_1,0.21
a31o_2,0.21
a21oi_1,0.35
o21ai_0,0.25
a41oi_2,0.34
o21ai_1,0.13
nor4bb_1,0.15
or3_1,0.36
per-stage QoR:
step	cells	util, %
after detailed placement	1558	55.0
after floorplan	1252	-
after CTS	1561	55.3
final	1562	55.4
after global placement	1558	55.0
after global routing	1561	55.3
cell families after synthesis:
family / synth area share [%]
AND-OR/OR-AND: 6.84
XOR/XNOR: 3.52
adder cells (fa/ha/maj): 57.5
buffers and inverters: 12.0
flip-flops: 2.86
multiplexers: 0.805
AND/OR/NAND/NOR: 16.5
