<file path="./design.v">
module PulseMask (
input wire clk,							 
  input wire reset,						 
  input wire signed [15:0] passthrough,				               
  input wire unsigned [31:0] divider,				                 
  input wire unsigned [31:0] duty,				                   
  output wire signed [15:0] finalOut,				                 
  output wire signed [15:0] maskDAC,				                 
  output wire maskDIO						                             
);
  reg unsigned [31:0] count=32'd0;
  reg unsigned [15:0] r_finalOut, r_maskDAC;
  reg r_maskDIO;
  always @(posedge clk) begin
    if(reset==1'b1 | divider==32'd0 | duty ==32'd0) begin 	 
      count<=32'd0;
      r_finalOut<=16'd0;					                           
      r_maskDIO<=1'b0;
      r_maskDAC<=16'h8000;					                         
    end else if (duty>divider) begin			                   
      count<=32'd0;
      r_finalOut<=passthrough;					                     
      r_maskDIO<=1'b1;
      r_maskDAC<=16'h7fff;					                         
    end else if (count>=divider-1) begin
      count<=32'd0;
      r_finalOut<=passthrough;					                     
      r_maskDIO<=1'b1;
      r_maskDAC<=16'h7fff;      				                     
    end else if (count>=duty-1) begin
      count<=count+32'd1;
      r_finalOut<=16'd0;					                           
      r_maskDIO<=1'b0;
      r_maskDAC<=16'h8000;					                         
    end else begin
      r_finalOut<=passthrough;
      count<=count+1;
    end 
  end
  assign finalOut = r_finalOut;
  assign maskDIO = r_maskDIO;
  assign maskDAC = r_maskDAC;
endmodule
</file>
<file path="./run.sh">
#!/bin/bash
# OpenROAD 26Q1-2900-gdf79404cd8, Yosys 0.63+post, stock flow scripts
make -C /OpenROAD-flow-scripts/flow DESIGN_CONFIG=/design/flow/config.mk WORK_HOME=/design/flow/orfs finish
</file>
<file path="./config.mk">
export PLATFORM = sky130hd
export DESIGN_NAME = PulseMask
export DESIGN_NICKNAME = PulseMask
export VERILOG_FILES = /design/flow/design.v
export SDC_FILE = /design/flow/constraint.sdc
export NUM_CORES = 4
export LEC_CHECK = 1
export CORE_UTILIZATION = 50
</file>
<file path="./constraint.sdc">
current_design PulseMask

set clk_period 9.3
set clk_io_pct 0.2

create_clock -name clk0 -period $clk_period [get_ports {clk}]

set non_clock_inputs [all_inputs -no_clocks]
set_input_delay [expr $clk_period * $clk_io_pct] -clock clk0 $non_clock_inputs
set_output_delay [expr $clk_period * $clk_io_pct] -clock clk0 [all_outputs]
</file>
==> summary.txt <==
Setup violations, final -> 0
Total number of yosys warnings -> 1
Worst VDD drop -> 0.0761 mV
Hold Violations, Final -> 0
Die X -> 108 um
Crit. End Element -> flip-flop
Yosys cell count -> 711
GRT Resource Usage Total -> 0.264
Diode count -> 0
CTS tree -> done
Syn_area_per_cell -> 7.92 um2
Maximum root-to-sink buffer count -> 2
Arr. time, crit path -> 6120 ps
Initial antenna violation count -> 0
Main flop type -> dfxtp_1
Clk_skew -> 6.50 ps
Grt peak-use layer -> met1
DR WL/cell -> 15.6 um
Seq share, synth -> 0.178
Top cells by area -> ha_1 (22%), dfxtp_1 (18%), xnor2_1 (9.0%), nand2_1 (6.2%), nor3_1 (4.8%)
Worst path max stage delay -> 650 ps
Drt drc -> 0
Yosys cell types -> 55
Top cell type by total area after synthesis -> ha_1
Status -> finished, final reports clean
DRT antenna net count -> 0
Drt total wl -> 14800 um
Slowest stage cell on the critical path -> o21a_1
Worst-margin pin slew -> 792 ps
Post-CTS Resized -> 0
Ys async rst share -> 0
Max-Cap Viols -> 0
Post-synthesis cell count -> 711
Worst Setup Start Kind -> input port
GPL Wtd Cong -> 0.940
Top area contributor share -> 0.225
Total Neg Setup Slack -> 0 ps
First-pass GRT wire length -> 24200 um
Yosys reg bits -> 50
CTS hold repair buffers -> 0
HP Class -> reg2reg
Final Cycle Share -> 0.632
DIE AREA -> 0.0117 mm2
Routed vias -> 5310
Largest net degree at the start of global routing -> 51
Die height -> 108 um
Layout cell share with drive strength beyond 1 -> 0.0286
Crit path required time -> 9540 ps
Pre-Place Util -> 0.517
Chip Area, Yosys -> 0.00563 mm2
Final Slew Violations -> 0
Crit path kind -> in2reg
Global routing usage on met1 -> 0.434
Cell count after placement -> 937
Post-DP HPWL -> 12200 um
M2 GR Usage -> 0.381
Initial DRC count -> 278
RSZ-0062 raised after global routing -> false
Post-synth EDFFs -> 0
Tool Warnings -> 28
Hold depth -> 2
Pwr Density -> 75.0 mW/mm2
Vias in the first global route -> 4859
Overall Power -> 0.000515 W
Reg2Reg Depth -> 7
DR vias/cell -> 5.63
CTS root buf -> clkbuf_8
Area Growth Syn to Fin -> 21.9%
Finished Layout Cells -> 944
Worst-path fanout max -> 23
Leak Pwr -> 2.90 nW
H-Tree Depth -> 2
CTS clock-pin slew for the worst setup and hold paths -> 90 ps
Crit path time final -> 5880 ps
Number of fill cells in the layout -> 927
Port Buffers -> 114
Slew headroom -> 0.472
Top cells excl fill/tap -> clkdlybuf4s50_1 (114), ha_1 (101), nand2_1 (93), xnor2_1 (58), nor3_1 (53)
Most frequent logic cell in the layout -> clkdlybuf4s50_1
Post CTS Setup Buffer Count -> 0
IO Pins -> 115
DR pass1 iterations -> 5
GR Util met3 -> 0.0221
Clock tree sinks -> 50
Late-Pin Clk Latency -> 300 ps
Core area -> 0.0109 mm2
Fmax -> 170 MHz
Num CTS Buffers -> 5
Cell Rows -> 38
Synthesized area -> 0.00563 mm2
GRT overflow -> 0
Critical-path cell list -> clkdlybuf4s50_1, nor4_2, nand3_1, nor3_2, nand2_1, nor3_1, xnor2_1, ha_1, a21o_1, a21o_1, a221oi_1, o21a_1, o21a_1, and4_1
## synth_stat cells, drive strengths merged (2+ instances only)
| library cell | instances |
|---|---|
| and4 | 18 |
| buf | 22 |
| o21ai | 17 |
| nor2b | 3 |
| nor3 | 56 |
| or4 | 5 |
| nor2 | 32 |
| xnor2 | 59 |
| inv | 38 |
| nand4 | 24 |
| a211oi | 2 |
| a21oi | 32 |
| a2111oi | 2 |
| and3 | 8 |
| a31oi | 19 |
| ha | 101 |
| o21a | 3 |
| o211ai | 2 |
| nand2 | 94 |
| nor4b | 5 |
| nand3b | 2 |
| and2 | 5 |
| a21o | 4 |
| or3 | 6 |
| nand3 | 18 |
| nor4 | 20 |
| or4b | 2 |
| clkbuf | 10 |
| nand2b | 4 |
| dfxtp | 50 |
| a221oi | 5 |
| xor2 | 30 |
| nor3b | 3 |
## layout make-up
class                           instances  area, um2  share of cell area
Sequential cell                        50       1000               0.146
Inverter                               38        143              0.0208
Tap cell                              140        175              0.0255
Multi-Input combinational cell        591       4290               0.625
Timing Repair Buffer                  118       1170               0.171
Clock inverter                          2       13.8             0.00201
Clock buffer                            5       68.8              0.0100
## state kept, by name, summed over array words and instances, names as in the netlist
name / count
count: 32
r_finalOut: 16
r_maskDAC: 2
## routing by layer
layer / part of all wire / vias to the layer above / wire length, um
met5: 0 / - / 0
met4: 0.018 / 0 / 261
met3: 0.051 / 16 / 748
met2: 0.40 / 158 / 5950
met1: 0.53 / 2371 / 7800
li1: - / 2765 / -
## final timing paths
| check | slack (ps) | endpoint | startpoint |
|---|---|---|---|
| max | 3420 | count[21] | divider[3] |
| min | 600 | r_maskDAC[15] | r_maskDAC[15] |
| max reg2reg | 6560 | count[21] | count[23] |
| min reg2reg | 600 | r_maskDAC[15] | r_maskDAC[15] |
## worst max-delay path: cells and delay by family
kind / cells / cell delay [ps]
xor+xnor: 1 / 160
buf+inv: 1 / 470
fa+ha+maj: 1 / 270
simple gates: 6 / 1900
compound gates: 5 / 1440
## power breakdown
group          leakage [nW]  switching [W]  internal, W
registers             0.408     0.00000396     0.000219
logic                  2.45      0.0000778    0.0000886
clock network        0.0444      0.0000726    0.0000521
total                  2.90       0.000154     0.000360
## through the flow
| stage | area (um2) | utilization | setup WS [ps] | hold WS (ps) |
|---|---|---|---|---|
| detailed placement | 6780 | 0.623 | 3110 | 589 |
| CTS | 6860 | 0.630 | 3430 | 617 |
| global placement | 6780 | 0.623 | 3240 | 575 |
| floorplan | 5630 | - | 4270 | 519 |
| finish | 6860 | 0.630 | 3420 | 602 |
| global route | 6860 | 0.630 | 2980 | 659 |
## logic make-up after synthesis
kind of cell / synth area share
AND-OR/OR-AND: 0.104
XOR/XNOR: 0.140
adder cells (fa/ha/maj): 0.225
buffers and inverters: 0.0609
flip-flops: 0.178
AND/OR/NAND/NOR: 0.293
Power figures rest on the tool's default switching activity, not on a simulated workload.
